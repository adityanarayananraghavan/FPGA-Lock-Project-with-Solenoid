==> design/flow/config.mk <==
export PLATFORM = sky130hd
export DESIGN_NAME = lock_fsm
export DESIGN_NICKNAME = lock_fsm
export VERILOG_FILES = /design/flow/design.v
export SDC_FILE = /design/flow/constraint.sdc
export NUM_CORES = 4
export LEC_CHECK = 1
export CORE_AREA = 10 10 114 114
export DIE_AREA = 0 0 124 124
==> design/flow/constraint.sdc <==
current_design lock_fsm

set clk_period 5.1
set clk_io_pct 0.2

create_clock -name clk0 -period $clk_period [get_ports {hw_clk}]

set non_clock_inputs [all_inputs -no_clocks]
set_input_delay [expr $clk_period * $clk_io_pct] -clock clk0 $non_clock_inputs
set_output_delay [expr $clk_period * $clk_io_pct] -clock clk0 [all_outputs]
==> design/flow/design.v <==
module lock_fsm (
    input  wire hw_clk,
    input  wire btn_toggle,
    input  wire btn_enter,
    input  wire btn_next,
    input  wire btn_reset,
    output reg led_red,
    output reg led_green,
    output reg led_blue,
    output reg buzzer,
    output wire relay_ctrl
);
    parameter [2:0] PASSWORD = 3'b101;
    parameter LOCKED   = 3'd0;
    parameter ENTER0   = 3'd1;
    parameter ENTER1   = 3'd2;
    parameter ENTER2   = 3'd3;
    parameter LATCH    = 3'd4;
    parameter CHECK    = 3'd5;
    parameter UNLOCKED = 3'd6;
    parameter ERROR    = 3'd7;
    reg [2:0] state = LOCKED;
    reg [2:0] next_state;
    reg [2:0] input_code;
    reg [2:0] code_latched;
    reg [21:0] slow_cnt;
    always @(posedge hw_clk)
        slow_cnt <= slow_cnt + 1;
    wire slow_clk = slow_cnt[21];
    reg [7:0] unlock_timer;  
    reg btn_toggle_d, btn_next_d, btn_enter_d;
    wire toggle_pressed = btn_toggle_d & ~btn_toggle;
    wire next_pressed   = btn_next_d   & ~btn_next;
    wire enter_pressed  = btn_enter_d  & ~btn_enter;
    reg [5:0] buzz_count;
    always @(posedge slow_clk) begin
        if (btn_reset == 1'b0) begin  
            state <= LOCKED;
            input_code <= 3'b000;
            code_latched <= 3'b000;
            btn_toggle_d <= 1'b1;
            btn_next_d   <= 1'b1;
            btn_enter_d  <= 1'b1;
            buzz_count <= 6'd0;
            unlock_timer <= 8'd0;
        end else begin
            btn_toggle_d <= btn_toggle;
            btn_next_d   <= btn_next;
            btn_enter_d  <= btn_enter;
            state <= next_state;
            if (toggle_pressed) begin
                if (state == ENTER0)      input_code[0] <= ~input_code[0];
                else if (state == ENTER1) input_code[1] <= ~input_code[1];
                else if (state == ENTER2) input_code[2] <= ~input_code[2];
            end
            if (state == LOCKED && next_state == ENTER0)
                input_code <= 3'b000;
            if (state == ENTER2 && next_state == LATCH)
                code_latched <= input_code;
            if (state == UNLOCKED) begin
                if (unlock_timer < 8'd100)  
                    unlock_timer <= unlock_timer + 1;
            end else begin
                unlock_timer <= 8'd0;
            end
            if (state == CHECK && next_state == UNLOCKED)
                buzz_count <= 6'd10;
            else if (state == CHECK && next_state == ERROR)
                buzz_count <= 6'd25;
            if (buzz_count > 0) buzz_count <= buzz_count - 1'b1;
        end
    end
    always @(*) begin
        next_state = state;
        case (state)
            LOCKED:   if (enter_pressed) next_state = ENTER0;
            ENTER0:   if (next_pressed)  next_state = ENTER1;
            ENTER1:   if (next_pressed)  next_state = ENTER2;
            ENTER2:   if (enter_pressed) next_state = LATCH;
            LATCH:    next_state = CHECK;
            CHECK: begin
                if ({code_latched[0], code_latched[1], code_latched[2]} == PASSWORD)
                    next_state = UNLOCKED;
                else
                    next_state = ERROR;
            end
            UNLOCKED: 
                if (unlock_timer >= 8'd100 || enter_pressed)
                    next_state = LOCKED;
            ERROR:    
                if (enter_pressed) next_state = LOCKED;
            default:  next_state = LOCKED;
        endcase
    end
    always @(*) begin
        led_red   = 1'b1;
        led_green = 1'b1;
        led_blue  = 1'b1;
        if (state == UNLOCKED)
            led_green = 1'b0;  
        else if (state == LOCKED)
            led_red = 1'b0;    
        else if (state == ERROR || state == ENTER0 || state == ENTER1 || state == ENTER2)
            led_blue = 1'b0;   
    end
    assign buzzer = (buzz_count > 0);
    assign relay_ctrl = (state == UNLOCKED) ? 1'b0 : 1'b1;
endmodule
==> design/flow/run.sh <==
#!/bin/bash
# OpenROAD 26Q1-2900-gdf79404cd8, Yosys 0.63+post, stock flow scripts
make -C /OpenROAD-flow-scripts/flow DESIGN_CONFIG=/design/flow/config.mk WORK_HOME=/design/flow/orfs finish
==> out/summary.txt <==
R2R Setup Slk - 3.38 ns
CTS Buf Count - 3
endpoints left unconstrained - 31
register pins left without a clock - 26
relative slew slack - 0.440
Detailed Route Iter0 Violations - 57
Via density - 3.88
Seq pwr share - 0.570
Final Cycle Share - 0.337
Worst Clk Skew - 0.00182 ns
wirelength, routed - 3.32 mm
post-layout util - 0.226
area delta synth->final - 13.8%
Placement Cell Area - 0.00229 mm²
DP Wirelength - 2.45 mm
P_sw - 56.0 µW
dpl cells - 361
Final Hold Fails - 0
final instance area - 0.00235 mm²
Row Count - 37
initial antenna violation count - 0
Setup crit end kind - flip-flop
flops & latches, synth - 48
ys async rst share - 0
unrepaired setup endpoints after global routing - false
minimum clock period - 1.72 ns
sequential fraction of the synthesis area - 0.465
crit-path max FO - 5
number of global-route vias before repair - 1312
largest net degree at the start of global routing - 28
Hold WC Path Type - reg -> reg
Cell variety after synth - 41
Crit path required time - 5.22 ns
Synth Cell Area - 0.00206 mm²
Net Sw Frac - 0.186
io pins - 10
Post-synth EDFFs - 0
Final Slew Violations - 0
critical-path cell list - nand4_1, nor4_1, nand3_1, xnor2_1
WP buf/inv - 0
clk slew on worst S/H paths - 0.07 ns
pwr dens - 128 mW/mm²
grt ovf - 0
top_reg_cell synth - dfxtp_1
fin cells - 365
cell total in the yosys stat output - 221
ANT nets after route - 0
CP Class - reg -> reg
CORE AREA - 0.0104 mm²
syn avg cell area - 9.34 µm²
Remaining DRCs - 0
die height - 124 µm
wire length of the first global-routing pass - 5.82 mm
# setup viols final - 0
DRT Pass-1 Iters - 4
logic area - 0.00103 mm²
Root Buffer - clkbuf_8
P_int - 245 µW
CTS resizes - 0
Yosys top cell by area - dfxtp_1
die width - 124 µm
gr usage total - 0.0441
clock power share - 0.396
Yosys chip area - 0.00206 mm²
FF/Latch Area - 961 µm²
Port Buffers - 9
clk latency late pin - 0.25 ns
VDD IR-drop max - 182 µV
Area leader share - 0.465
leakage power - 0.000839 µW
startpoint types - flip-flop
share of layout cells above drive strength 1 - 0.0568
Post-Synthesis Cells - 221
Comb pwr share - 0.033
H-Tree Depth - 1
yosys warns - 2
die footprint - 0.0154 mm²
CP top delay family - simple AND/OR/NAND/NOR gates
Placer Congestion - 0.736
FP Util - 0.198
slowest cell on the critical path - nor4_1
Fillers - 1115
fmax - 0.582 GHz
n_diodes - 0
number of OpenROAD warnings - 28
CP peak stage delay - 0.72 ns
wire length per cell - 9.11 µm
final setup TNS - 0 ns
synth top area cells - dfxtp_1 47%, xor2_1 6.8%, xnor2_1 5.9%
Synth top cell by count - dfxtp_1
CTS hold repair buffers - 0
routed via count - 1417
number of max-cap violations - 0
Setup Buffers After CTS - 0
Worst-Margin Slew - 0.838 ns
Post-synth top cells - 48 x dfxtp_1, 23 x nor2_1, 16 x xor2_1, 14 x nand2_1, 14 x xnor2_1
CTS Buffer Depth - 2
Arr. time, crit path - 1.84 ns
status - completed
TritonCTS clock tree - yes
-- path summary, 6_finish.rpt --
kind,cells after the start,startpoint,endpoint
worst min register to register,1,slow_cnt[0]$_DFF_P_,slow_cnt[0]$_DFF_P_
worst max-delay path,4,slow_cnt[2]$_DFF_P_,slow_cnt[21]$_DFF_P_
worst max register to register,4,slow_cnt[2]$_DFF_P_,slow_cnt[21]$_DFF_P_
worst min-delay path,1,slow_cnt[0]$_DFF_P_,slow_cnt[0]$_DFF_P_
-- power by group through the flow --
stage,Clock (µW),Sequential [µW],Combinational (µW)
CTS,124,172,10.1
global route,131,172,11.1
finish,120,172,10.0
-- per-layer routing --
layer,GRT usage,part of all wire,vias to the layer above
li1,-,-,764
met1,0.0660,0.55,640
met2,0.0682,0.41,13
met3,0.00918,0.036,0
met4,0.000719,0,0
met5,0,0,-
-- logic make-up (layout without fill, tap and decap cells) --
family                     after synthesis  in the layout  share of synthesized area
muxes                                    1              1                    0.00485
buffers and inverters                   17             25                     0.0364
DFF                                     48             48                      0.465
xor gates and xnor gates                30             30                      0.127
and+or+nand+nor                         92             92                      0.252
AOI/OAI and AO/OA                       28             28                     0.0836
adders and majority gates                5              5                     0.0303
-- state kept, by name (all words and copies together), names as in the netlist --
register,cells
btn_next_d,1
slow_cnt,22
state,3
btn_enter_d,1
btn_toggle_d,1
unlock_timer,8
input_code,3
buzz_count,6
code_latched,3
-- area by class of cell --
class,instances,area share
Clock buffer,4,0.0234
Inverter,12,0.0192
Multi-Input combinational cell,156,0.438
Sequential cell,48,0.409
Tap cell,136,0.0724
Timing Repair Buffer,9,0.0383
-- layout by cell type, fill, tap and decap left out, types with 2 or more instances in the layout --
| cell type | count |
|---|---|
| a211oi_1 | 2 |
| a21oi_1 | 9 |
| and2_1 | 2 |
| and3_1 | 2 |
| clkbuf_8 | 4 |
| clkdlybuf4s50_1 | 9 |
| dfxtp_1 | 48 |
| ha_1 | 5 |
| inv_1 | 11 |
| nand2_1 | 14 |
| nand2b_1 | 5 |
| nand3_1 | 12 |
| nand3b_1 | 4 |
| nand4_1 | 6 |
| nand4b_1 | 3 |
| nor2_1 | 23 |
| nor2b_1 | 6 |
| nor3_1 | 2 |
| nor3_4 | 2 |
| o211a_1 | 2 |
| o21a_1 | 2 |
| o21ai_0 | 9 |
| or2_2 | 2 |
| xnor2_1 | 14 |
| xor2_1 | 16 |
-- stage by stage --
| stage | total power [µW] | hold slack (ns) | setup WS, ns |
|---|---|---|---|
| floorplan | 181 | 0.383 | 3.55 |
| global placement | 186 | 0.393 | 3.40 |
| detailed placement | 186 | 0.400 | 3.35 |
| CTS | 306 | 0.419 | 3.36 |
| global route | 314 | 0.448 | 3.14 |
| finish | 302 | 0.415 | 3.38 |
No activity file was given, so power comes from the tool's default toggle rates.
